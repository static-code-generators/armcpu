==> flow/run.sh <==
#!/bin/bash
# OpenROAD 26Q1-2900-gdf79404cd8, Yosys 0.63+post, stock flow scripts
make -C /OpenROAD-flow-scripts/flow DESIGN_CONFIG=/design/flow/config.mk WORK_HOME=/design/flow/orfs finish
==> flow/config.mk <==
export PLATFORM = sky130hd
export DESIGN_NAME = register
export DESIGN_NICKNAME = register
export VERILOG_FILES = /design/flow/design.v
export SDC_FILE = /design/flow/constraint.sdc
export NUM_CORES = 4
export LEC_CHECK = 1
export CORE_AREA = 10 10 98 98
export DIE_AREA = 0 0 108 108
==> flow/constraint.sdc <==
current_design register

set clk_period 1.1
set clk_io_pct 0.2

create_clock -name clk0 -period $clk_period [get_ports {clk}]

set non_clock_inputs [all_inputs -no_clocks]
set_input_delay [expr $clk_period * $clk_io_pct] -clock clk0 $non_clock_inputs
set_output_delay [expr $clk_period * $clk_io_pct] -clock clk0 [all_outputs]
==> flow/design.v <==
module register
#(
    parameter WIDTH = 32
)
(
    input                    clk, enable, rst,
    input      [WIDTH - 1:0] d,  
    output reg [WIDTH - 1:0] q  
);
    always @(posedge clk or posedge rst) begin
        if (rst)
            q <= 0;
        else if (enable)  
            q <= d;
    end
endmodule
==> GITHUB_STEP_SUMMARY <==
### Yosys + OpenROAD results

| Metric | Value |
|---|---|
| Largest net degree at the start of global routing | `33` |
| Relative slew slack | `88.1%` |
| Clock slew at reported path FFs | `0.07 ns` |
| Hold Crit Class | `in2async` |
| Sink Count | `32` |
| Final ANT Viol Nets | `0` |
| Design area | `2240 sq um` |
| CTS tree | `built` |
| Final HPWL DP | `2580 um` |
| Kind of critical path | `reg2out` |
| Rows | `32` |
| Worst Setup End Kind | `primary output` |
| Global-route wire length before repair | `5290 um` |
| Area growth from synthesis to layout | `66.1%` |
| Multi-input gate area | `473 sq um` |
| Final tally of setup violations | `0` |
| Core Area | `7650 sq um` |
| Cell area power density | `1360 nW/um^2` |
| CTS root buf | `clkbuf_8` |
| Ys Warns | `1` |
| First-iteration detailed-routing DRC count | `23` |
| Post-synth seq share | `59.4%` |
| Synth async-reset ratio | `100%` |
| Period utilization | `96.4%` |
| WL final | `3480 um` |
| Crit path required time | `0.88 ns` |
| TritonRoute pass-1 iters | `3` |
| Cell type with the largest total area after synthesis | `dfrtp_1` |
| Critical-path top delay cell | `dfrtp_1` |
| Clock period minus worst slack | `1.06 ns` |
| Synth flops | `32` |
| Die ar. | `11,700 sq um` |
| Die width | `108 um` |
| Final Core Density | `29.3%` |
| Top_reg_cell synth | `dfrtp_1` |
| Die extent in y | `108 um` |
| Placed cell area | `2120 sq um` |
| Mapped Area | `1350 sq um` |
| Fin. Hold Viols | `0` |
| WL per Instance | `13.4 um` |
| # Cells Yosys | `69` |
| Port Buffers | `66` |
| Crit path launch type | `flip-flop` |
| Max Slew Vio Count | `0` |
| Grt ovf | `0` |
| Synthesized chip area reported by yosys | `1350 sq um` |
| Worst-path fanout max | `2` |
| Power Total | `3.06 mW` |
| Via count | `868` |
| Tool warnings | `25` |
| Result of the run | `finished, final reports clean` |
| Yosys top cell area share | `59.4%` |
| FF-to-FF Start | `q[3]` |
| Post-synth EDFFs | `0` |
| Late-Pin Clk Latency | `0.28 ns` |
| Sequential cell area | `801 sq um` |
| Total GRT Usage | `5.78%` |
| Reg2reg path depth | `3` |
| Vias in the first global route | `988` |
| Share of cells above drive strength 1 | `49.7%` |
| Placer congestion estimate | `0.734` |
| Main area contributors after synthesis | `dfrtp_1 (59%), mux2_4 (33%), buf_12 (4.5%)` |
| Setup Skew | `0 ns` |
| Mapped Cells | `69` |
| Max Cap Viol | `0` |
| Leak pwr | `1.06 nW` |
| CP cell instances | `clkdlybuf4s15_1` |
| ANT cells | `0` |
| Critical path launch point | `q[17]` |
| Top reg by flops | `q` |
| # H-tree levels | `2` |
| Worst path top cell family by delay | `flip-flops` |
| Most numerous cell in the Yosys netlist | `dfrtp_1` |
| Peak supply drop | `817 uV` |
| CTS max path bufs | `2` |
| Drc violations | `0` |
| Slew @ Worst Pin | `0.179 ns` |
| Fp_density | `17.6%` |
| Initial antenna violation count | `0` |
| Cts hold-fix bufs | `0` |
| IO Pins | `67` |
| Fillers | `788` |
| Total number of cells along the worst setup path | `1` |
| Via/cell ratio | `3.35` |
| Mapped Avg Cell Area | `19.5 sq um` |
| Largest regs | `q: 32 flops` |
| Synth unique cells | `6` |
| Worst Path Buf+Inv | `1` |
| Flip-flop count of the largest register after layout | `32` |
| CP arrival | `0.84 ns` |
| Synth top cells by count | `dfrtp_1 (32), mux2_4 (30), buf_12 (3)` |
| Fmax | `0.943 GHz` |
| Inserted Clock Buffers | `5` |
| Max stage delay on crit path | `0.38 ns` |
per-layer routing:
metal / share of wire (%) / global-route usage (%) / up-vias
met2: 39 / 8.28 / 49
li1: - / - / 409
met5: 0 / 0 / -
met4: 0.40 / 0.573 / 0
met1: 47 / 7.46 / 407
met3: 13 / 3.73 / 3
worst paths after layout:
kind / slack, ns / end
worst max-delay path: 0.04 / q[17]
worst min-delay path: 0.29 / q[28]
worst max register to register: 0.11 / q[3]
worst min register to register: 0.51 / q[23]
max in group asynchronous: 0.63 / q[15]
min in group clk0: 0.29 / q[11]
logic make-up after synthesis:
kind of cell,count (synthesis),synth area share (%)
muxes,32,35.1
buffers and inverters,5,5.57
DFF,32,59.4
repair_timing:
item,CTS,global route
resized,64,20
hold endpoints to repair,0,0
pin swaps,0,0
setup endpoints to repair,32,22
setup buffers,11,4
tightest hold or removal path, delay by kind of cell:
family / cells / cell delay, ns
buffers and inverters: 3 / 0.70
layout by cell type, fill, tap and decap left out, drive strengths merged:
cell,netlist,layout
bufinv,0,1
dfrtp,32,32
inv,1,1
mux2,32,32
clkinv,0,1
clkbuf,0,26
buf,4,19
clkdlybuf4s15,0,12
clkdlybuf4s50,0,33
power breakdown:
group | leakage (nW) | total (mW) | switching (mW) | internal, mW
Combinational | 0.631 | 0.598 | 0.145 | 0.453
Sequential | 0.374 | 1.36 | 0.0604 | 1.29
Clock | 0.0552 | 1.10 | 0.433 | 0.672
Total | 1.06 | 3.06 | 0.638 | 2.42
final cells by class:
| type | count | share of cell area, % |
|---|---|---|
| Multi-Input combinational cell | 32 | 21.1 |
| Sequential cell | 32 | 35.7 |
| Clock inverter | 2 | 1.56 |
| Inverter | 1 | 0.168 |
| Timing Repair Buffer | 84 | 32.5 |
| Tap cell | 102 | 5.70 |
| Clock buffer | 6 | 3.24 |
through the flow:
| stage | hold slack, ns | setup WS, ns | std cells | setup TNS (ns) |
|---|---|---|---|---|
| CTS | 0.283 | 0.00743 | 255 | 0 |
| finish | 0.293 | 0.0399 | 259 | 0 |
| global placement | 0.491 | 0.0308 | 236 | 0 |
| floorplan | 0.336 | 0.189 | 69 | 0 |
| global route | 0.296 | -0.0000501 | 259 | -0.0000501 |
| detailed placement | 0.492 | 0.0351 | 236 | 0 |
Power is estimated from default activity; no workload was simulated.
