## flow/run.sh

```bash
#!/bin/bash
# OpenROAD 26Q1-2900-gdf79404cd8, Yosys 0.63+post, stock flow scripts
make -C /OpenROAD-flow-scripts/flow DESIGN_CONFIG=/design/flow/config.mk WORK_HOME=/design/flow/orfs finish
```

## flow/design.v

```verilog
module arm_alu_syn
(
    output reg [3:0] alu_out,
    output reg [3:0] cpsr_out = 4'b0000,
    input      [3:0] alu_op1,
    input      [3:0] alu_op2,
    input      [3:0] alu_op_sel
);
    reg borrow;
    always @ (*) begin
        case (alu_op_sel)
            4'b0000, 4'b1000:
                alu_out                       = alu_op1 & alu_op2;
            4'b0001, 4'b1001:
                alu_out                       = alu_op1 ^ alu_op2;
            4'b0100, 4'b1011: begin
                {cpsr_out[1], alu_out} = alu_op1 + alu_op2;
                cpsr_out[0]            = CALC_OVERFLOW(alu_op1[3], alu_op2[3], alu_out[3]);
            end
            4'b0101: begin
                {cpsr_out[1], alu_out} = alu_op1 + alu_op2 + cpsr_out[1];
                cpsr_out[0]            = CALC_OVERFLOW(alu_op1[3], alu_op2[3], alu_out[3]);
            end
            4'b0010, 4'b1010: begin
                {borrow, alu_out}             = alu_op1 - alu_op2;
                cpsr_out[0]            = CALC_OVERFLOW(alu_op1[3], ~alu_op2[3], alu_out[3]);
                cpsr_out[1]            = ~borrow;  
            end
            4'b0110: begin
                {borrow, alu_out}             = alu_op1 - alu_op2 - ~cpsr_out[1];
                cpsr_out[0]            = CALC_OVERFLOW(alu_op1[3], ~alu_op2[3], alu_out[3]);
                cpsr_out[1]            = ~borrow;
            end
            4'b0011: begin
                {borrow, alu_out}             = alu_op2 - alu_op1;
                cpsr_out[0]            = CALC_OVERFLOW(alu_op2[3], ~alu_op1[3], alu_out[3]);
                cpsr_out[1]            = ~borrow;
            end
            4'b0111: begin
                {borrow, alu_out}             = alu_op2 - alu_op1 - ~cpsr_out[1];
                cpsr_out[0]            = CALC_OVERFLOW(alu_op2[3], ~alu_op1[3], alu_out[3]);
                cpsr_out[1]            = ~borrow;
            end
            4'b1100:
                alu_out                       = alu_op1 | alu_op2;
            4'b1101:
                alu_out                       = alu_op2;
            4'b1110:
                alu_out                       = alu_op1 & ~alu_op2;
            4'b1111:
                alu_out                       = ~alu_op2;
            default:
                alu_out                       = 4'bx;
        endcase
        cpsr_out[3] = alu_out[3];
        cpsr_out[2] = (alu_out == 0);
    end
    function CALC_OVERFLOW(input num1sign, input num2sign, input sumsign);
        CALC_OVERFLOW = (~num1sign & ~num2sign & sumsign) | (num1sign & num2sign & ~sumsign);
    endfunction
endmodule
```

## flow/constraint.sdc

```tcl
current_design arm_alu_syn

set clk_period 3.6
set clk_io_pct 0.2

create_clock -name clk0 -period $clk_period

set non_clock_inputs [all_inputs -no_clocks]
set_input_delay [expr $clk_period * $clk_io_pct] -clock clk0 $non_clock_inputs
set_output_delay [expr $clk_period * $clk_io_pct] -clock clk0 [all_outputs]
```

## flow/config.mk

```make
export PLATFORM = sky130hd
export DESIGN_NAME = arm_alu_syn
export DESIGN_NICKNAME = arm_alu_syn
export VERILOG_FILES = /design/flow/design.v
export SDC_FILE = /design/flow/constraint.sdc
export NUM_CORES = 4
export LEC_CHECK = 1
export CORE_AREA = 10 10 107 107
export DIE_AREA = 0 0 117 117
```

==> flow_summary.json <==
{
  "area_growth_pct": 85.1,
  "cp_num_buf_inv": 5,
  "crit_required_ps": 2880,
  "core.rowCount": 35,
  "syn_area_per_cell_um2": 7.34,
  "grt_start_max_net_pins": 22,
  "antenna_found_initial": 0,
  "ys_warn_count": 4,
  "dr.pass1.iters": 4,
  "dieArea_mm2": 0.0137,
  "untimed_endpoints": 4,
  "top_layer_used": "met4",
  "finalHoldViolations": 0,
  "wl_per_cell_um": 13.8,
  "synthArstFlopShare_pct": 0,
  "fin_crit_sh_pct": 105,
  "edf_count": 0,
  "setup_ws_ps": -185,
  "worst-path-max-fanout": 3,
  "initCoreUtil_pct": 15.9,
  "ff_type": "dlxtn_1",
  "worstMarginPinSlew_ps": 455,
  "core_mm2": 0.00920,
  "netlist_top_cells_count": "ha_1 (21), inv_1 (20), a21oi_1 (17)",
  "viasPerCell": 4.55,
  "crit_slowest_cell": "fa_2",
  "topCellsByArea": "ha_1 (18%), a21oi_1 (5.8%), inv_1 (5.1%)",
  "cpLargestDelayFamily": "adder cells",
  "synth_area_mm2": 0.00146,
  "ant_nets": 0,
  "synth_top_area_share_pct": 18.0,
  "grt_usage_pct": 8.07,
  "drc_errors": 0,
  "dieHeight_um": 117,
  "wirelength_mm": 5.64,
  "vdd_ir_drop_max_mv": 0.0512,
  "arrival_ps": 3060,
  "endpoint_kind": "output pin",
  "finalSetupViolations": 2,
  "dieWidth_um": 117,
  "routabilityCongestion": 0.937,
  "slew_viol_final": 0,
  "numPortBuffers": 20,
  "top_cell": "ha_1",
  "dp_worst_setup_slack_ps": -947,
  "grt_pass1_vias": 1847,
  "syn_inst": 199,
  "max_stage_delay_ps": 550,
  "ys_seq_elements": 2,
  "worst_hold_path_type": "input port to output pin",
  "period_minus_slack_ps": 3780,
  "gr-total-overflow": 0,
  "fmax_ghz": 0.264,
  "cellLeakagePower_nw": 1.21,
  "wl_met3_um": 256,
  "largest_reg_flops": 2,
  "met2_wirelength_mm": 2.62,
  "yosysCellCount": 199,
  "pin_count": 20,
  "top_area_cell": "ha_1",
  "outcome": "complete, but fails checks",
  "routed-via-count": 1858,
  "violations": "negative setup slack",
  "antenna_cells": 0,
  "crit_chain": "buf_8 -> buf_6 -> ha_4 -> fa_2 -> inv_2 -> ha_4 -> mux2i_1 -> o22ai_1 -> a21oi_1 -> nand3_1 -> o22a_1 -> buf_6 -> nor4_4 -> buf_2",
  "rsz0062_at_grt": "true",
  "synth_cell_type_count": 56,
  "utilization_pct": 29.4,
  "unclocked_pins": 2,
  "power_density_mw_per_mm2": 174,
  "path_class": "input port to output pin",
  "tool_warnings": 46,
  "maxSlewHeadroom_pct": 69.5,
  "crit_path_start_kind": "input port",
  "cap_violations": 0,
  "ys_area_mm2": 0.00146,
  "grt_first_pass_wirelength_mm": 9.10,
  "dp_hpwl_mm": 4.40,
  "wl_met1_mm": 2.76,
  "first_iter_violations": 99,
  "drive_gt1_share_pct": 48.1,
  "holdBufCountCts": 0
}
[where the power goes]
part | internal [mW] | switching [mW]
sequential | 0.00440 | 0.00132
clock | 0 | 0
combinational | 0.257 | 0.207
total | 0.261 | 0.209
[cell families after synthesis]
group           after synthesis  share of synthesized area (%)
compound gates               65                           31.1
mux                           3                           2.91
latches                       2                           2.05
buf+inv                      32                           9.93
fa+ha+maj                    24                           22.1
simple gates                 62                           23.5
xor+xnor                     11                           8.48
[area by class of cell]
class,instances,area (um^2)
Sequential cell,2,30.0
Timing Repair Buffer,110,905
Inverter,20,75.1
Fill cell,934,6490
Multi-Input combinational cell,165,1560
Tap cell,111,139
[through the flow]
stage | power (mW) | hold WS, ps | cell area, um^2 | TNS (ps) | cells
2_1_floorplan | 0.193 | 1570 | 1460 | 0 | 199
3_3_place_gp | 0.380 | 2590 | 2330 | -4090 | 394
3_5_place_dp | 0.382 | 2580 | 2330 | -4260 | 394
4_1_cts | 0.441 | 1920 | 2610 | -205 | 403
5_1_grt | 0.511 | 2000 | 2710 | -473 | 408
6_report | 0.470 | 1960 | 2710 | -243 | 408
[metal layers]
metal,GRT usage [%],vias up
met5,0,-
met4,0.165,0
met3,0.774,2
met2,12.9,36
met1,12.2,903
li1,-,917
[final timing paths]
check / depth (start not counted) / to / slack [ps] / startpoint
min: 5 / cpsr_out[2] / 1960 / alu_op1[0]
max: 14 / cpsr_out[2] / -180 / alu_op2[0]
[placed cells by master, fill, tap and decap left out, drive strengths merged, types with 3 or more instances in the layout]
cell type / Yosys / layout
ha: 21 / 21
xor2: 5 / 5
inv: 20 / 20
nor2: 10 / 10
a21oi: 17 / 17
dlygate4sd2: 0 / 4
nor2b: 5 / 5
and3: 4 / 4
fa: 3 / 3
a211oi: 5 / 5
nor3: 4 / 4
clkdlybuf4s50: 0 / 8
o22ai: 3 / 3
clkbuf: 3 / 3
buf: 9 / 94
nand2: 13 / 13
o21ai: 13 / 13
xnor2: 4 / 4
nand3: 5 / 5
o21bai: 4 / 4
nand2b: 4 / 4
[worst min-delay path, delay by kind of cell]
family                 cells  cell delay (ps)
AND-OR/OR-AND              1              150
AND/OR/NAND/NOR            2              130
buffers and inverters      2              230
[timing repair]
| item | CTS | global route |
|---|---|---|
| endpoints found under the setup margin | 6 | 6 |
| resized | 75 | 18 |
| buffers inserted | 10 | 7 |
| pin swaps | 21 | 16 |
| gates cloned | 0 | 0 |
No activity file was given, so power comes from the tool's default toggle rates.
